==> design.v <==
module MUX(
  input [1:0] mux_sel,
  input ser_data,par_bit,
  output reg tx_out
  );
  always @(*)
  begin
    case(mux_sel)
      2'b00:
      begin
       tx_out = 1'd0;
      end
      2'b01:
      begin
        tx_out = 1'd1;
      end
      2'b10:
      begin
        tx_out = ser_data;
      end
      2'b11:
      begin
        tx_out = par_bit;
      end
    endcase
  end
endmodule
module TOP(
  input CLK,RST,
  input [7:0] PAR_DATA,
  input DATA_VALID,PAR_EN,PAR_TYP,
  output wire TX_OUT,BUSY
  );
  wire ser_en,ser_done,ser_data;
  wire [1:0] mux_sel;
  wire par_bit;
  serializer SER(
  .CLK(CLK),
  .RST(RST),
  .P_DATA(PAR_DATA),
  .ser_en(ser_en),
  .ser_done(ser_done),
  .ser_data(ser_data)
  );
  uart_tx UART(
  .CLK(CLK),
  .RST(RST),
  .ser_done(ser_done),
  .PAR_EN(PAR_EN),
  .DATA_VALID(DATA_VALID),
  .mux_sel(mux_sel),
  .ser_en(ser_en),
  .BUSY(BUSY)
  );
  parity_calc PAR(
  .CLK(CLK),
  .RST(RST),
  .DATA_VALID(DATA_VALID),
  .P_DATA(PAR_DATA),
  .PAR_TYP(PAR_TYP),
  .par_bit(par_bit)
  );
  MUX INST(
  .mux_sel(mux_sel),
  .ser_data(ser_data),
  .par_bit(par_bit),
  .tx_out(TX_OUT)
  );
endmodule
module parity_calc(
  input CLK,RST,
  input DATA_VALID,
  input [7:0] P_DATA,
  input PAR_TYP,
  output reg par_bit
  );
  parameter EVEN_PAR = 1'b0,
            ODD_PAR = 1'b1;
  always @(posedge CLK or negedge RST)
  begin
    if(!RST)
      begin
       par_bit <= 1'd0;
      end
    else if(DATA_VALID && PAR_TYP == EVEN_PAR)
      begin
       par_bit <= ^P_DATA;
      end
    else if(DATA_VALID && PAR_TYP == ODD_PAR)
      begin
       par_bit <= ~^P_DATA;
      end
  end
endmodule
module serializer(
  input CLK,RST,
  input [7:0] P_DATA,
  input ser_en,
  output reg ser_done,ser_data 
  );
  reg [3:0] cntr;
  always @(posedge CLK or negedge RST)
  begin
    if(!RST)
      begin
        ser_done <= 1'd0;
        ser_data <= 1'd1;
        cntr <= 4'd0;
      end
    else if(ser_en && cntr != 4'd8)
      begin
        ser_data <= P_DATA[cntr];
        cntr <= cntr + 4'd1;
        if(cntr == 4'd7)
          begin
           ser_done <= 1'd1;
          end
      end
    else 
      begin
        ser_done <= 1'd0;
        ser_data <= 1'd1;
        cntr <=  4'd0;
      end
  end 
endmodule
module uart_tx(
  input CLK,RST,
  input ser_done,
  input PAR_EN,
  input DATA_VALID,
  output reg [1:0] mux_sel,
  output reg ser_en,
  output reg BUSY
  );
  parameter [2:0] IDLE = 3'b000,
                  START = 3'b001,
                  DATA = 3'b010,
                  PARITY = 3'b011,
                  STOP = 3'b100;
  reg [2:0] curr_state,next_state;
  always @(posedge CLK or negedge RST)
  begin
    if(!RST)
      begin
        curr_state <= IDLE;
      end
    else
      begin
        curr_state <= next_state;
      end
  end
  always @(*)
  begin
    case(curr_state)
      IDLE:
      begin
        BUSY = 1'd0;
        ser_en = 1'd0;
        mux_sel = 2'b01;
       if(DATA_VALID)
         begin 
           next_state = START;
         end 
       else
         begin
           next_state = IDLE;
         end
      end
      START:
      begin
        mux_sel = 2'b00;
        BUSY = 1'd1;
        ser_en = 1'd1;
        next_state = DATA;
      end
      DATA:
      begin
        ser_en = 1'd1;
        BUSY = 1'd1;
        mux_sel = 2'b10;
        if(ser_done && PAR_EN)
          begin
           next_state = PARITY; 
          end
        else if(ser_done && !PAR_EN)
          begin
           next_state = STOP;
          end  
        else
          begin
            next_state = DATA;
          end
      end
      PARITY:
      begin
        mux_sel = 2'b11;
        BUSY = 1'd1;
        ser_en = 1'd0;
        next_state = STOP;
      end
      STOP:
      begin
        BUSY = 1'd1;
        ser_en = 1'd0;
        mux_sel = 2'b01;
        if(DATA_VALID)
          begin
            next_state = START;
          end
        else
          begin
            next_state = IDLE;
          end
      end
      default:
      begin
        mux_sel = 2'b10;
        BUSY = 1'd0;
        ser_en = 1'd0;
        next_state = IDLE;
      end
    endcase
  end
endmodule
==> run.sh <==
#!/bin/bash
# OpenROAD 26Q1-2900-gdf79404cd8, Yosys 0.63+post, stock flow scripts
make -C /OpenROAD-flow-scripts/flow DESIGN_CONFIG=/design/flow/config.mk WORK_HOME=/design/flow/orfs finish
==> config.mk <==
export PLATFORM = sky130hd
export DESIGN_NAME = TOP
export DESIGN_NICKNAME = TOP
export VERILOG_FILES = /design/flow/design.v
export SDC_FILE = /design/flow/constraint.sdc
export NUM_CORES = 4
export LEC_CHECK = 1
export CORE_AREA = 10 10 87 87
export DIE_AREA = 0 0 97 97
==> constraint.sdc <==
current_design TOP

set clk_period 2.4
set clk_io_pct 0.2

create_clock -name clk0 -period $clk_period [get_ports {CLK}]

set non_clock_inputs [all_inputs -no_clocks]
set_input_delay [expr $clk_period * $clk_io_pct] -clock clk0 $non_clock_inputs
set_output_delay [expr $clk_period * $clk_io_pct] -clock clk0 [all_outputs]
==> changes_impl.md <==
### Changed

* Largest net degree at the start of global routing at 13
* Vias in the first global route at between 400 and 500
* Flops out of synthesis at 12
* Die area at 9410 um2
* Combined area of all synthesized cells at around 630 um2
* Standard cell core area at 5640 um2
* Maximum root-to-sink buffer count at 2
* Detailed-route wire length at between 1 and 1.5 mm
* Number of distinct library cells after synthesis at 23
* Number of DRC violations after detailed routing at 0
* CTS root buffer: sky130_fd_sc_hd__clkbuf_8
* Cell row count at 27
* Worst-path cell with the longest stage delay: sky130_fd_sc_hd__or4_1
* Count of placed standard cells including taps at roughly 140
* Commonest cells after routing, fill and taps aside: 14 x sky130_fd_sc_hd__clkdlybuf4s50_1, 10 x sky130_fd_sc_hd__dfrtp_1, 7 x sky130_fd_sc_hd__nor2_1
* Pleak at 0.389 nW
* Status: completed
* Seq share, synth at 47.9%
* Clock Latency Late Sink at roughly 0.24 ns
* CTS clock-pin slew for the worst setup and hold paths at around 0.05 ns
* Average wire length per cell after detail routing at 9.60 um
* Worst slew margin at a little over three fifths
* Element type at the critical path end: output port
* Unrepaired setup endpoints after global routing: no
* Core Density at Floorplan at between 10% and 20%
* Global placement routability congestion at 0.723
* Launching element type of the critical path: flop
* Number of max-capacitance violations reported at 0
* Total antenna diodes in the routed design at 0
* Fraction of layout cells with a size suffix above 1 at under 10%
* Number of ports placed on the die boundary at 15
* Vertical extent of the die at around 97 um
* Yosys stat area at between 600 and 700 um2
* Final-layout fill cell count at 617
* Pin slew with the least headroom to its limit at roughly 0.55 ns
* Cell area after layout at 910 um2
* Minimum clock period after layout at between 2 and 2.5 ns
* Syn-to-layout area delta at 44.0%
* Starting DRT DRC Count at 9
* CP Cell Sequence: or4_1, clkdlybuf4s50_1
* Worst setup path category: reg2out
* Crit path largest cell delay at roughly 0.53 ns
* Final core utilization at roughly 16%
* CTS hold repair buffers at 0
* Cell area after placement at ~850 um2
* Data required, critical path at about 1.9 ns
* Clock Sinks at 12
* Final hold slack at just over 0.5 ns
* Maximum VDD drop at around 300 uV
* Setup bufs post-CTS at 0
* Detailed-route via count at 436
* Part of the cycle the worst path needs at around 87%
* Global-route wire length before repair at 2.30 mm
* Clock tree from TritonCTS: built
* Final setup violation count at 0
* Pins over their slew limit at 0
* Tot GR Track Use at under 10%
* # H-tree levels at 1
* Avg Inst Size Synth at ~11 um2
* Post-route ant nets at 0
* Gate count of the mapped netlist at 57
* Worst-case clock skew at 0.000900 ns
* Total cells reported by yosys after synthesis at around 57
* Path category of the worst min-delay check: reg2reg
* Mean number of vias per cell at between 2 and 3
* Ys Warns at 4
* Initial antenna violation count at 0
* Critical-path maximum fanout at 5
* Cell resize tally after clock tree synthesis at 0
* Power per cell area at 894 nW/um2
* CTS buffer count at 3
* Critical Path AT at 1.60 ns
* OpenROAD warning count at 26
* Width of the die at about 97 um
* Total Negative Setup Slacks at 0 ns
* Most common logic cell in the routed design: sky130_fd_sc_hd__clkdlybuf4s50_1
* Total grt overflow at 0
* Count of non-filler cells in the finished layout at approximately 150
* Maximum operating frequency at roughly 0.48 GHz
* Hold violation count in the final report at 0
* Port Buf Inserts at 14
* First-pass iteration count of the detailed router at 3
-- kinds of logic (layout without fill, tap and decap cells) --
logic type	after synthesis	count (layout)	share of synthesized area (%)
adders and majority gates	2	2	3.96
buffers and inverters	7	24	4.75
and+or+nand+nor	15	15	11.5
DFF	12	12	47.9
AOI/OAI and AO/OA	6	6	5.74
muxes	6	6	11.5
xor gates and xnor gates	9	9	14.7
-- cells in the mapped netlist --
cell type	instances	area [um2]
sky130_fd_sc_hd__xnor3_1	1	22.5
sky130_fd_sc_hd__a21o_1	1	7.51
sky130_fd_sc_hd__or4_1	1	7.51
sky130_fd_sc_hd__a21oi_1	2	10.0
sky130_fd_sc_hd__o21ai_0	1	5.00
sky130_fd_sc_hd__nand3b_1	1	7.51
sky130_fd_sc_hd__o21bai_1	1	7.51
sky130_fd_sc_hd__dfstp_2	2	52.6
sky130_fd_sc_hd__mux2i_1	5	50.1
sky130_fd_sc_hd__nor2b_1	1	6.26
sky130_fd_sc_hd__xor2_1	3	26.3
sky130_fd_sc_hd__mux4_2	1	22.5
sky130_fd_sc_hd__nor2_1	7	26.3
sky130_fd_sc_hd__nand2b_1	1	6.26
sky130_fd_sc_hd__ha_1	2	25.0
sky130_fd_sc_hd__nand3_1	1	5.00
sky130_fd_sc_hd__o22ai_1	1	6.26
sky130_fd_sc_hd__inv_1	6	22.5
sky130_fd_sc_hd__xnor2_1	5	43.8
sky130_fd_sc_hd__and3_1	1	6.26
sky130_fd_sc_hd__nand2_1	2	7.51
sky130_fd_sc_hd__buf_4	1	7.51
sky130_fd_sc_hd__dfrtp_1	10	250
-- worst max-delay path, delay by kind of cell, from the launching register on --
kind / cells / cell delay [ns]
buffers and inverters: 1 / 0.42
DFF: 1 / 0.42
and+or+nand+nor: 1 / 0.53
-- per-stage QoR --
| stage | power, mW | worst slack [ns] |
|---|---|---|
| after floorplan | 0.492 | 1.04 |
| after global placement | 0.595 | 0.400 |
| after detailed placement | 0.596 | 0.398 |
| after CTS | 0.825 | 0.300 |
| after global routing | 0.874 | 0.187 |
| final | 0.813 | 0.316 |
-- routing by layer --
layer  track usage [%]  wire, um  up-vias  share of wire, %
met5                 0         0        -                 0
met4             0.225         0        0                 0
li1                  -         -      224                 -
met2              3.63       522       15                37
met3              2.08       141        0                10
met1              4.31       738      197                53
-- sequential cells by signal (all words and copies together) (netlist names) --
| register | count |
|---|---|
| PAR.par_bit | 1 |
| SER.cntr | 4 |
| SER.ser_data | 1 |
| SER.ser_done | 1 |
| UART.curr_state | 5 |
-- path summary, 6_finish.rpt --
| kind | slack, ns | depth (start not counted) | end | startpoint |
|---|---|---|---|---|
| max | 0.32 | 2 | BUSY | UART.curr_state[2] |
| min | 0.52 | 1 | UART.curr_state[2] | UART.curr_state[3] |
| max reg2reg | 0.94 | 5 | SER.ser_data | SER.cntr[0] |
| min reg2reg | 0.52 | 1 | UART.curr_state[2] | UART.curr_state[3] |
| max in group asynchronous | 1.43 | 1 | SER.ser_data | RST |
| min in group asynchronous | 0.60 | 1 | UART.curr_state[4] | RST |
-- cell type report --
type | count | area [um2] | share of cell area, %
Timing Repair Buffer | 14 | 140 | 15.4
Inverter | 6 | 22.5 | 2.48
Clock buffer | 4 | 55.1 | 6.05
Multi-Input combinational cell | 38 | 299 | 32.9
Tap cell | 72 | 90.1 | 9.90
Sequential cell | 12 | 303 | 33.3
-- power by group --
group	switching (mW)	internal, mW	leakage [nW]
Combinational	0.114	0.163	0.208
Clock	0.0755	0.145	0.0288
Sequential	0.0554	0.261	0.152
Total	0.245	0.568	0.389
Power figures rest on the tool's default switching activity, not on a simulated workload.
